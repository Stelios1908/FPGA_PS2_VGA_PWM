--- design/flow/run.sh ---
#!/bin/bash
# OpenROAD 26Q1-2900-gdf79404cd8, Yosys 0.63+post, stock flow scripts
make -C /OpenROAD-flow-scripts/flow DESIGN_CONFIG=/design/flow/config.mk WORK_HOME=/design/flow/orfs finish
--- design/flow/config.mk ---
export PLATFORM = sky130hd
export DESIGN_NAME = top
export DESIGN_NICKNAME = top
export VERILOG_FILES = /design/flow/design.v
export SDC_FILE = /design/flow/constraint.sdc
export NUM_CORES = 4
export LEC_CHECK = 1
export CORE_UTILIZATION = 30
--- design/flow/constraint.sdc ---
current_design top

set clk_period 3.7
set clk_io_pct 0.2

create_clock -name clk0 -period $clk_period [get_ports {clk}]

set non_clock_inputs [all_inputs -no_clocks]
set_input_delay [expr $clk_period * $clk_io_pct] -clock clk0 $non_clock_inputs
set_output_delay [expr $clk_period * $clk_io_pct] -clock clk0 [all_outputs]
--- design/flow/design.v ---
module cnt64 (reset, clk, enable, clkdiv64);
input reset, clk, enable;
output clkdiv64;
reg [5:0] cnt;
assign clkdiv64 = (cnt==8'd63);
always @(posedge reset or posedge clk)
  if (reset) cnt <= 0;
   else if (enable)
       if(clkdiv64) cnt <= 0;
         else cnt <= cnt + 1;
endmodule
module cnt10 (reset, clk, enable, clkdiv10);
input reset, clk, enable;
output clkdiv10;
reg [3:0] cnt;
assign clkdiv10 = (cnt==8'd9);
always @(posedge reset or posedge clk)
  if (reset) cnt <= 0;
   else if (enable) 
        if(clkdiv10)cnt <=0;
           else cnt <= cnt + 1;
endmodule
module TenHertz(reset,clk,tenH_clk);
input clk, reset;
output tenH_clk;
wire clk10Hz;
wire first, second, third, fourth;
cnt25 i0 (reset, clk, 1'b1, first);
cnt25 i1 (reset, clk, first, second);
cnt25 i2 (reset, clk, first & second, third);
cnt10 i3 (reset,clk,first & second & third,fourth);
cnt64 i4 (reset, clk, first & second & third & fourth , clk10Hz);
assign tenH_clk = first & second & third & fourth & clk10Hz;
endmodule
module cnt25 (reset, clk, enable, clkdiv25);
input reset, clk, enable;
output clkdiv25;
reg [5:0] cnt;
assign clkdiv25 =(cnt==5'd24);
always @(posedge reset or posedge clk)
  if (reset) cnt <= 0;
   else if (enable) 
          if (clkdiv25) cnt <= 0;
            else cnt <= cnt + 1;
endmodule
module correct_line(no_line,display_area,starting_address,address_output);
input [5:0]starting_address;
input [3:0]no_line;
input display_area;
output [5:0]address_output;
assign address_output=(display_area) ? starting_address+no_line:0;
endmodule
module kbd_protocol (reset, clk, ps2clk, ps2data, scancode,flag);
  input        reset, clk, ps2clk, ps2data;
  output [7:0] scancode;
  output flag;
  reg    [7:0] scancode;
  reg    [7:0] ps2clksamples;  
  reg flag;
  always @(posedge clk or posedge reset)
    if (reset) ps2clksamples <= 8'd0;
      else ps2clksamples <= {ps2clksamples[7:0], ps2clk};
  wire fall_edge;  
  assign fall_edge = (ps2clksamples[7:4] == 4'hF) & (ps2clksamples[3:0] == 4'h0);
  reg    [9:0] shift;    
  reg    [3:0] cnt;      
  reg          f0;       
  always @(posedge clk or posedge reset)
  begin
  flag<=1'd0;
    if (reset) 
      begin
        cnt    <= 4'd0;
        scancode <= 8'd0;
        shift    <= 10'd0;
        f0       <= 1'b0;
        flag<=0;
      end  
     else if (fall_edge)
         begin
           if (cnt == 4'd10)  
             begin
               cnt <= 0;
               if ((shift[0] == 0) && (ps2data == 1) && (^shift[9:1]==1))  
                 begin
                   if (f0)  
                     begin
                       scancode <= shift[8:1];
                       f0 <= 0;
                       flag<=1;
                     end
                    else if (shift[8:1] == 8'hF0) f0 <= 1'b1;
                 end  
             end
            else
             begin
               shift <= {ps2data, shift[9:1]};  
               cnt <= cnt+1;
             end
         end
         end
endmodule
module makeRGB(reset,clk,vga_clk,tenH_clk,display_area,serial_output,Radd,Gadd,Badd,R,G,B);
input reset,clk,vga_clk,tenH_clk,display_area;
input serial_output,Radd,Gadd,Badd;
output reg [2:0]  R,G,B;
reg b1,b2,b3;
always @(posedge clk or posedge reset) begin
 if(reset)
    begin 
     b1 <=0;
	  b2 <=0;
	  b3 <=0;	 
	 end	 
 else if(tenH_clk)
  begin
     b1 <=~b1;
	  b2 <=~b2;
	  b3 <=~b3;
	end  
 end 
always @(posedge vga_clk or posedge reset)  
begin
if (reset)
    begin 
	   R <= 0;
	   G <= 0;
	   B <= 0;
    end
else if (display_area & serial_output) 
    begin
	   if(Radd & Badd & Gadd)
	      begin 
            R<={b1,b2,b3};
            G<={b1,b2,b3};
            B<={b1,b2,b3};			
          end
		else if(Gadd)	
	     begin  
            R<=3'b000;
            G<=3'b111;
            B<=3'b000;
         end
		else if(Badd)
         begin  
            R<=3'b000;
            G<=3'b000;
            B<=3'b111;
         end
		else if(Radd)
		     begin 
			   R<=3'b111;
            G<=3'b000;
            B<=3'b000;
			  end			
		else
		   begin  
            R<=3'b111;
            G<=3'b111;
            B<=3'b111;
         end
	end
else	
        begin	  
			  R<=3'b000;
           G<=3'b000;
		     B<=3'b000;
			end
end	
endmodule
module make_pwm(reset,clkdiv4,scancode,pwm);
input reset,clkdiv4;
input [7:0] scancode;
output pwm;
reg [9:0]cnt=0;
reg [6:0]prsinoro;
wire [6:0]sinoro;
wire reset,clkdiv4,first,second;
cnt25 i0 (reset, clkdiv4, 1'b1, first);
cnt25 i1 (reset, clkdiv4, first, second);
assign en_nxt = first & second;
 assign  sinoro = (scancode==8'h2B)?41: 
                  (scancode==8'h15)?51: 
                  (scancode==8'h33)?61: 
                  (scancode==8'h22)?81: 
                   prsinoro;
assign pwm=(cnt<sinoro)?1:0;
  always @(posedge clkdiv4 or posedge reset) 
   begin
     if(reset) begin cnt <= 9'd0;  end
     else if(en_nxt)
        begin
         if(cnt==10'd800) begin 
            cnt<= 10'd0;
			  end
         else cnt<=cnt+10'd1;
        end
     end 
always @(posedge clkdiv4 or posedge reset) 
     begin
     if(reset) begin prsinoro <= 41; end
     else 
   		prsinoro<=sinoro;	 
     end
endmodule
module myRom(char_enable,address,data_out);
input [5:0] address;
input char_enable;
output [7:0] data_out;
assign data_out= (char_enable) ?(address==6'b000000) ? 8'b11111111 :
								(address==6'b000001) ? 8'b11111111 :		
								(address==6'b000010) ? 8'b11000000 :
								(address==6'b000011) ? 8'b11000000 :
								(address==6'b000100) ? 8'b11000000 :
								(address==6'b000101) ? 8'b11000000 :
					   		(address==6'b000110) ? 8'b11000000 :
								(address==6'b000111) ? 8'b11111111 :
								(address==6'b001000) ? 8'b11111111 :
								(address==6'b001001) ? 8'b11000000 :
								(address==6'b001010) ? 8'b11000000 :
								(address==6'b001011) ? 8'b11000000 :
								(address==6'b001100) ? 8'b11000000 :
								(address==6'b001101) ? 8'b11000000 :
								(address==6'b001110) ? 8'b11000000 :
								(address==6'b001111) ? 8'b11000000 :
								(address==6'b010000) ? 8'b00011000 :		
								(address==6'b010001) ? 8'b01100110 :
								(address==6'b010010) ? 8'b11000011 :
								(address==6'b010011) ? 8'b11000011 :
								(address==6'b010100) ? 8'b11000011 :
								(address==6'b010101) ? 8'b11000011 :
								(address==6'b010110) ? 8'b11000011 :
								(address==6'b010111) ? 8'b11000011 :
								(address==6'b011000) ? 8'b11000011 :
								(address==6'b011001) ? 8'b11000011 :
								(address==6'b011010) ? 8'b11000011 :
								(address==6'b011011) ? 8'b11000011 :
								(address==6'b011100) ? 8'b11000011 :
								(address==6'b011101) ? 8'b11000011 :
								(address==6'b011110) ? 8'b01100110 :
								(address==6'b011111) ? 8'b00011011:
								(address==6'b100000) ? 8'b11000011 :		
								(address==6'b100001) ? 8'b11000011 :
								(address==6'b100010) ? 8'b11000011 :
								(address==6'b100011) ? 8'b11000011 :
								(address==6'b100100) ? 8'b11000011 :
								(address==6'b100101) ? 8'b11000011 :
								(address==6'b100110) ? 8'b11000011 :
								(address==6'b100111) ? 8'b11111111 :
								(address==6'b101000) ? 8'b11111111 :
								(address==6'b101001) ? 8'b11000011 :
								(address==6'b101010) ? 8'b11000011 :
								(address==6'b101011) ? 8'b11000011 :
								(address==6'b101100) ? 8'b11000011 :
								(address==6'b101101) ? 8'b11000011 :
								(address==6'b101110) ? 8'b11000011 :
								(address==6'b101111) ? 8'b11000011 :
								(address==6'b110000) ? 8'b11000011 :		
								(address==6'b110001) ? 8'b11000011 :
								(address==6'b110010) ? 8'b11000011 :
								(address==6'b110011) ? 8'b01100110 :
								(address==6'b110100) ? 8'b01100110 :
								(address==6'b110101) ? 8'b01100110 :
								(address==6'b110110) ? 8'b00111000 :
								(address==6'b110111) ? 8'b00111000 :
								(address==6'b111000) ? 8'b00111000 :
								(address==6'b111001) ? 8'b00111000 :
								(address==6'b111010) ? 8'b01101100 :
								(address==6'b111011) ? 8'b01101100 :
								(address==6'b111100) ? 8'b01100110 :
								(address==6'b111101) ? 8'b11000011 :
								(address==6'b111110) ? 8'b11000011 : 
                             8'b11000011 : 
								8'b00000000; 
endmodule
module piso(reset,parallel_input,vga_clk,display_area,serial_output);
input [7:0] parallel_input;
input vga_clk,display_area,reset;
output reg serial_output;
reg [2:0]cnt;
always @(posedge vga_clk or posedge reset)
begin
 if (reset)
	begin
		cnt<=3'd0;
		serial_output <= 0;
	end
	else if (display_area==0) 
    begin
    cnt<=0;
    serial_output <= 0;
    end
	else  
		begin 
          serial_output <= parallel_input[7-cnt];
        if (cnt==3'd7)
		    cnt<=0;
        else
		 cnt<=cnt+1;
		end
end
endmodule
module pixel_clk(clk,reset,clkdiv4);
input clk, reset;
output clkdiv4;
reg [1:0] cnt;
assign clkdiv4=(cnt==2'd3);
always@(posedge clk or posedge reset)
begin
    if (reset) cnt<=2'd0;
    else 
     begin
        if (cnt==2'd3) cnt <= 2'd0;   
        else           cnt <= cnt+1;
     end
end
endmodule
module scancode_decoder(reset,vga_clk,flag,scancode,start_address_out,char_enable,R,G,B);
input [7:0] scancode;
input reset,vga_clk,flag;
output reg char_enable,R,G,B;
output reg [5:0] start_address_out;
always @(posedge vga_clk or posedge reset ) 
begin 
if(reset)
   begin
    char_enable<=0;
     R<=0;
	  G<=0;
	  B<=0;	
   end
else	 begin
   if(flag)
     begin
      case(scancode)
        8'h2B: begin  
					start_address_out<=6'b000000; 
					char_enable<=1; 
					end
        8'h15: begin  
					start_address_out<=6'b010000; 
					char_enable<=1;
					end					
        8'h33: begin  
					start_address_out<=6'b100000; 
					char_enable<=1;
					end
        8'h22: begin  
					start_address_out<=6'b110000 ; 
					char_enable<=1;
					end
			8'h2d:begin
			        R<=1;
					  G<=0;
					  B<=0;
               end	
         8'h34:begin
			        R<=0;
			        G<=1;
					  B<=0;
               end	
	      8'h32:begin
			        R<=0;
					  G<=0;
			        B<=1;
               end	
			8'h44:begin
			        R<=0;
					  G<=0;
					  B<=0;
               end	
			8'h23:begin
			          R<=1;
					  G<=1;
					  B<=1;
               end			
			default : char_enable<=0;
     endcase
  end
  end
end
endmodule
module top(reset,clk,ps2clk,ps2data,hsync,vsync, Rout, Gout, Bout,pwm);
input reset,clk;
input ps2clk,ps2data;
output hsync,vsync,pwm;
output [2:0]Rout,Gout,Bout;
wire [7:0]scancode,data_out;
wire clkdiv4,display_area,clk,reset,flag,char_enable;
wire [5:0] start_address_out,address_output;
wire serial_output,Radd,Gadd,Badd,tenH_clk;
wire [3:0]no_line;
pixel_clk pix (clk,reset,clkdiv4);
kbd_protocol       kbdp(reset,clkdiv4, ps2clk, ps2data, scancode,flag);
TenHertz th (reset,clk,tenH_clk);
scancode_decoder kbddec(reset,clkdiv4,flag,scancode,start_address_out,char_enable,Radd,Gadd,Badd); 
correct_line cl(no_line,display_area,start_address_out,address_output);
myRom       chr(char_enable,address_output,data_out);
piso         pss(reset,data_out,clkdiv4,display_area,serial_output);
vgasync     syn(clkdiv4,reset,hsync,vsync,display_area,no_line);
makeRGB     clr(reset,clk,clkdiv4,tenH_clk,display_area,serial_output,Radd,Gadd,Badd,Rout,Gout,Bout);
make_pwm   mpwm(reset,clkdiv4,scancode,pwm);
endmodule
module vgasync(clk25,reset,hsync,vsync,display_area,line);
input clk25,reset;
output hsync,vsync,display_area;
output[3:0] line;
wire hsync,vsync;
reg [9:0] pix_cnt;
reg [8:0] line_cnt;
parameter H_FRONT_PORCH = 16 ;
parameter H_SYNC_PULSE = 96 ;
parameter H_BACK_PORCH = 48 ;
parameter H_VISIBLE_PIXELS = 640 ;
parameter H_END=800;
parameter V_FRONT_PORCH = 12 ;
parameter V_SYNC_PULSE = 2 ;
parameter V_BACK_PORCH = 35 ;   
parameter V_VISIBLE_LINES = 400 ;
parameter V_END=449;
parameter H_LEFT_BORDER=475;
parameter H_RIGHT_BORDER=483;
parameter V_TOP_BORDER=241;
parameter V_BOTTOM_BORDER=256;
always @(posedge clk25 or posedge reset) 
begin
    if (reset)  
    begin
        pix_cnt<=10'd0;
        line_cnt<=9'd0;	  
    end
    else if (pix_cnt==H_END)  
         begin
          pix_cnt<=10'd0;
             if (line_cnt==V_END)
              line_cnt<=9'd0; 
             else
             line_cnt<=line_cnt+9'd1;  
         end
    else pix_cnt<=pix_cnt+10'd1;  
    end
assign hsync =(pix_cnt>H_FRONT_PORCH-1 && pix_cnt<H_FRONT_PORCH+H_SYNC_PULSE)? 0:1;
assign vsync =(line_cnt>V_FRONT_PORCH-1 && line_cnt<V_FRONT_PORCH+V_SYNC_PULSE)? 1:0; 
assign display_area=(pix_cnt>=H_LEFT_BORDER && pix_cnt<= H_RIGHT_BORDER && line_cnt>=V_TOP_BORDER && line_cnt<=V_BOTTOM_BORDER)? 1:0;
assign line[3:0]=(line_cnt>=V_TOP_BORDER ) ? (line_cnt - V_TOP_BORDER):0;
endmodule
==> reports/summary.txt <==
Register pins left without a clock - 99
Setup TNS - 0 ns
Area fraction in mux cells - 3.39%
Peak fanout along the critical path - 8
Tool warning count - 34
Critical path destination - clr.b3$_DFFE_PP0P_
Pwr/cell area - 104 nW/um^2
Post-layout util - 33.4%
Post-CTS sizing - 0
Worst Hold Class - flip-flop to flip-flop
# Cells Yosys - 709
Actual slew at the worst max-slew pin - 0.700 ns
Hpwl dp - 9.07 mm
Site Rows - 55
XOR Share, Synth - 5.51%
Routing usage on met3 - 1.26%
Clock buffer count from CTS - 5
Kind of critical path - flip-flop to flip-flop
Syn Area/Cell - 9.83 sq um
Area reported by Yosys stat - 6970 sq um
Tmin final - 2.26 ns
Max cap viols - 0
Slew Viols, Final - 0
GR peak layer - met1
Layout cells sized above 1 - 8.09%
RSZ-0062 raised after global routing - no
First-pass GRT wire length - 21.8 mm
Netlist cell types - 65
Largest net degree at the start of global routing - 72
All-Layer GR Usage - 10.9%
Status - complete, no violations
Critical Path End Type - flip-flop
Crit-path cells - inv_1 > ha_1 > nand4bb_1 > nor4_4 > nand4_1 > nor2_1 > xor2_1
TritonRoute pass-1 iters - 4
R2R Path End - clr.b3$_DFFE_PP0P_
Endpoints left unconstrained - 113
Vias per inst - 4.93
Ys async rst share - 98.5%
And+or+nand+nor area frac - 21.7%
GP Congestion - 0.869
Post-synth EDFFs - 2
Relative slew slack - 53.2%
Initial DRC count - 187
Lkg Pwr - 3.29 nW
Synth Cell Area - 6970 sq um
Met1 usage - 17.5%
CTS Root Cell - clkbuf_16
Fmax - 442 MHz
FF-to-FF setup slack - 1.44 ns
Antenna-violating nets left - 0
Antenna violations before repair - 0
CP Depth - 7
Area Overhead vs Synth - 8.80%
DR vias - 4938
Vias in the first global route - 4644
Worst EP required - 3.90 ns
Top cells by area - dfrtp_1 46%, ha_1 5.6%, o21ai_0 3.6%
Total congestion overflow - 0
Chip area - 23800 sq um
IO Port Bufs - 15
Setup Viol. Count Final - 0
CP startpoint - th.i0.cnt[0]$_DFF_PP0_
Worst path max stage delay - 0.44 ns
Family with the most delay on the worst path - simple AND/OR/NAND/NOR gates
Post-CTS Setup Bufs - 0
Clock Tree Buf Depth - 2
Clock transition at path regs - 0.06 ns
Final hold slack - 0.431 ns
Clk latency of the worst-skew pair - 0.28 ns
Ports - 16
Hold Crit Depth - 1
Placed Cells - 994
CTS H-tree depth - 2
Worst IR Drop VDD - 0.171 mV
Yosys reg bits - 132
Synthesized instance count - 709
Yosys adder share - 5.56%
Ys flop type - dfrtp_1
Filler cells - 2275
Area leader share - 45.6%
Clock skew - 0.00672 ns
Logic cell area - 3410 sq um
Fin. Hold Viols - 0
RR Startpoint - th.i0.cnt[0]$_DFF_PP0_
Synth Area in Compound Gates - 12.7%
Die y size - 154 um
Post-DR wirelength/cell - 12.3 um
Critical-path top delay cell - nor4_4
Top comb family, area - simple AND/OR/NAND/NOR gates
CTS tree - done
Antenna Cells - 0
DR DRC count - 0
Tcrit/Tclk final - 61.1%
Die width - 154 um
Total Wirelength - 12.3 mm
CP arrival - 2.46 ns
Sequential fraction of the synthesis area - 47.6%
CP Buf/Inv Count - 1
Syn. warnings - 11
Worst R2R Path Depth - 7
Met2 Usage GRT - 17.2%
Core area - 22700 sq um
Post-CTS Hold Fix Bufs - 0
Post-synthesis cell type with the largest combined area - dfrtp_1
Flop area - 3320 sq um
Final cell count without fillers - 1002
Starting Density - 30.7%
Setup crit start kind - flip-flop
[per-stage QoR]
step | cell area [sq um] | power [mW] | setup WS (ns)
after global placement | 7440 | 0.404 | 1.48
after CTS | 7580 | 0.800 | 1.40
after global routing | 7580 | 0.820 | 1.18
after detailed placement | 7440 | 0.404 | 1.44
after floorplan | 6970 | 0.388 | 1.35
final | 7580 | 0.789 | 1.44
[metal layers]
metal | wire (um) | share of wire [%] | vias up
met5 | 0 | 0 | -
met1 | 6450 | 52 | 2360
li1 | - | - | 2534
met4 | 14 | 0.11 | 0
met3 | 246 | 2.0 | 2
met2 | 5630 | 46 | 42
[cell usage after synthesis, types with 7 or more instances]
master / n
inv_1: 42
a31oi_1: 10
or3_1: 7
xnor2_1: 24
a21oi_1: 29
nor3b_1: 7
nand3_1: 35
clkbuf_1: 14
o21ai_0: 50
nor2b_1: 10
buf_2: 7
ha_1: 31
xor2_1: 18
and3_1: 14
and2_1: 9
nand2_1: 61
mux2_2: 19
nor3_1: 15
nand4_1: 16
dfrtp_1: 127
nor2_1: 62
[layout make-up]
type	count	area share, %
clock inverter	3	0.231
timing repair buffer	21	2.57
tap	285	4.70
inverter	42	2.13
clock buffer	5	1.65
sequential	132	43.7
multi-input combinational	514	45.0
[sequential cells by signal, summed over array words and instances (netlist names), 2 cells and up]
signal                    flops
kbdp.cnt                      4
syn.line_cnt                  9
kbdp.shift                   10
clr.G                         3
kbdp.scancode                 8
th.i4.cnt                     6
pix.cnt                       2
th.i3.cnt                     4
mpwm.prsinoro                 7
pss.cnt                       3
kbddec.start_address_out      2
kbdp.ps2clksamples            8
clr.R                         3
syn.pix_cnt                  10
mpwm.cnt                     10
mpwm.i0.cnt                   6
clr.B                         3
th.i1.cnt                     6
th.i2.cnt                     6
th.i0.cnt                     6
mpwm.i1.cnt                   6
[worst min path at each step]
stage	end	slack (ns)	start
CTS	pix.cnt[0]$_DFF_PP0_	0.43	pix.cnt[0]$_DFF_PP0_
finish	pix.cnt[0]$_DFF_PP0_	0.43	pix.cnt[0]$_DFF_PP0_
global route	th.i0.cnt[5]$_DFF_PP0_	0.48	th.i0.cnt[5]$_DFF_PP0_
[cell families (layout without fill, tap and decap cells)]
family / after synthesis / count (layout)
compound gates: 137 / 137
xor+xnor: 43 / 43
fa+ha+maj: 31 / 31
buf+inv: 63 / 71
flops: 132 / 132
mux: 21 / 21
simple gates: 282 / 282
[placed cells by master (no fill, tap or decap), drive strengths merged, types with 6 or more instances in the layout]
cell and count:
nor4b 8, mux2 21, or2 6, ha 31
nand4 16, clkdlybuf4s50 15, o21ai 50, a21oi 29
or3 7, nor3 18, and2 9, inv 41
xor2 18, nand3 35, nand2 62, a31oi 10
buf 6, nor2 62, dfrtp 127, and3 14
nor3b 7, nor2b 10, xnor2 25
[report_power, final]
| part | internal (mW) | switching, mW |
|---|---|---|
| Sequential | 0.360 | 0 |
| Combinational | 0.00502 | 0.0285 |
| Clock | 0.246 | 0.149 |
| Total | 0.612 | 0.177 |
Power and IR drop assume default switching activity.
